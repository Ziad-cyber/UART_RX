==> design.v <==
module FSM (
input  wire Clk,
input  wire Rst, 
input  wire Rx_In,
input  wire [2:0] edge_cnt,
input  wire [3:0] bit_cnt,
input  wire stp_err,
input  wire strt_glitch,
input  wire par_err,
input  wire Par_En,
output reg  dat_samp_en,
output reg  enable,
output reg  Bit_Rst,
output reg  deser_en,
output reg  Data_Valid,
output reg  stp_chk_en,
output reg  strt_chk_en,
output reg  par_chk_en
);
localparam IDLE       = 3'b000;
localparam Start      = 3'b001;
localparam Data       = 3'b010;
localparam Parity     = 3'b011;
localparam Stop       = 3'b100;
localparam Valid_Data = 3'b101;
reg [2:0] state , next_state;
always @ (posedge Clk or negedge Rst)
    begin
        if (!Rst)
            state <= IDLE;
        else 
            state <= next_state;
    end 
always @ (*)
    begin
        case (state)    
            IDLE  :     begin
                            if (Rx_In == 0)
                                next_state = Start;
                            else 
                                next_state = IDLE;
                        end
            Start  :    begin
                            if (strt_glitch == 1'b0 && edge_cnt==3'd7)
                                next_state = Data;
                            else if (strt_glitch == 1'b1 && edge_cnt==3'd7)
                                next_state = IDLE;
                            else 
                                next_state = Start;
                        end
            Data   :    begin
                            if (bit_cnt == 4'd9 && Par_En ==0)
                                next_state = Stop;
                            else if (bit_cnt == 4'd9 && Par_En ==1)
                                next_state = Parity;
                            else 
                                next_state = Data;
                        end
            Parity :    begin
                            if (par_err == 1'b0 && edge_cnt==3'd7)
                                next_state = Stop;
                            else if (par_err == 1'b1 && edge_cnt==3'd7)
                                next_state = IDLE;
                            else 
                                next_state = Parity;
                        end
            Stop   :    begin
                            if (stp_err == 1'b0 && edge_cnt==3'd7)
                                next_state = Valid_Data;
                            else if (stp_err == 1'b1 && edge_cnt==3'd7)
                                next_state = IDLE;
                            else 
                                next_state = Stop;
                        end
            Valid_Data:begin
                            if (Rx_In == 1'b0)
                                next_state = Start ;
                            else 
                                next_state = IDLE;
                       end
            default:begin
                            next_state = IDLE;
                    end
        endcase
    end
always @ (*)
    begin
        dat_samp_en = 1'b0;
        enable      = 1'b0;
        Bit_Rst     = 1'b0;
        deser_en    = 1'b0;
        Data_Valid  = 1'b0;
        stp_chk_en  = 1'b0;
        strt_chk_en = 1'b0;
        par_chk_en  = 1'b0;
        case (state)
            IDLE :      begin
                            if (Rx_In == 0)
                                begin
                                    dat_samp_en = 1'b1;
                                    enable      = 1'b1;  
                                    Bit_Rst     = 1'b1;
                                end
                            else
                                begin
                                    dat_samp_en = 1'b0;
                                    enable      = 1'b0;  
                                    Bit_Rst     = 1'b1;
                                end
                        end
            Start  :    begin
                            dat_samp_en = 1'b1;
                            enable      = 1'b1;
                            Bit_Rst     = 1'b0;
                            if (edge_cnt == 3'd5 )
                                strt_chk_en = 1'b1 ;
                            else 
                                strt_chk_en = 1'b0 ;
                        end
            Data   :    begin
                            dat_samp_en = 1'b1;
                            enable      = 1'b1;
                            if (edge_cnt == 3'd6 )
                                deser_en = 1'b1 ;
                            else 
                                deser_en = 1'b0 ;
                        end
            Parity :    begin
                            dat_samp_en = 1'b1;
                            enable      = 1'b1;
                            if (edge_cnt == 3'd5 )
                                par_chk_en  = 1'b1 ;
                            else 
                                par_chk_en  = 1'b0 ;
                        end
            Stop   :    begin
                            dat_samp_en = 1'b1;
                            enable      = 1'b1;
                            if (edge_cnt == 3'd5 )
                                stp_chk_en  = 1'b1 ;
                            else 
                                stp_chk_en  = 1'b0 ;
                        end
            Valid_Data: begin
                            dat_samp_en = 1'b0;
                            Data_Valid  = 1'b1;
                            if (Rx_In == 1'b0)
                                begin
                                    enable      = 1'b1;
                                    Bit_Rst     = 1'b1;
                                end
                            else
                                begin
                                    enable      = 1'b0;
                                    Bit_Rst     = 1'b1;
                                end
                        end
            default   : begin
                            dat_samp_en = 1'b0;
                            enable      = 1'b0;
                            deser_en    = 1'b0;
                            Data_Valid  = 1'b0;
                            stp_chk_en  = 1'b0;
                            strt_chk_en = 1'b0;
                            par_chk_en  = 1'b0;
                        end
        endcase  
    end
endmodule
module ParityCheck (
input  wire Clk,
input  wire Rst,
input  wire sampled_bit,
input  wire [7:0] Data,
input  wire par_chk_en,
input  wire Par_Typ,
output reg  par_err
);
reg even_parity;
reg odd_parity;
always @ (posedge Clk or negedge Rst)
    begin
        if (!Rst)
            par_err <= 1'b0;
        else if (par_chk_en)
            begin
                if (Par_Typ)
                    begin
                        if (odd_parity == sampled_bit)
                            par_err <= 1'b0;
                        else 
                            par_err <= 1'b1;
                    end
                else 
                    begin
                        if (even_parity == sampled_bit)
                            par_err <= 1'b0;
                        else
                            par_err <= 1'b1;
                    end
            end
        else 
            par_err <= 1'b0;
    end
always @ (posedge Clk or negedge Rst)
    begin
        if (!Rst)
            begin
                even_parity <= 1'b0;
                odd_parity <= 1'b0;
            end
        else 
            begin
                even_parity <= (^Data);
                odd_parity <= ~(^Data);
            end
    end
endmodule
module StopCheck (
input  wire Clk,
input  wire Rst,
input  wire sampled_bit,
input  wire stp_chk_en,
output reg stp_err
);
always @ (posedge Clk or negedge Rst)
    begin
        if (!Rst)
            stp_err <= 1'b0;
        else if (stp_chk_en)
            begin
                if (sampled_bit == 1'b0)
                    stp_err <= 1'b1;
                else 
                    stp_err <= 1'b0;
            end
        else 
            stp_err <= 1'b0;
    end
endmodule
module StrtCheck (
input  wire Clk,
input  wire Rst,
input  wire sampled_bit,
input  wire strt_chk_en,
output reg  strt_glitch
);
always @ (posedge Clk or negedge Rst)
    begin
        if (!Rst)
            strt_glitch <= 1'b0;
        else if (strt_chk_en)
            begin
                if (sampled_bit == 1'b0)
                    strt_glitch <= 1'b1;
                else 
                    strt_glitch <= 1'b0;
            end
        else 
            strt_glitch <= 1'b0;
    end
endmodule
module UART_RX (
input  wire CLK,
input  wire RST,
input  wire RX_IN,
input  wire PAR_EN, 
input  wire PAR_TYP,
output reg  data_valid,
output reg  [7:0] P_DATA
);
wire [2:0] edge_cnt_U;
wire [3:0] bit_cnt_U;
wire stp_err_U;
wire strt_glitch_U;
wire par_err_U;
wire dat_samp_en_U;
wire enable_U;
wire Bit_Rst_U;
wire deser_en_U;
wire stp_chk_en_U;
wire strt_chk_en_U;
wire par_chk_en_U;
wire sampled_bit_U;
wire [7:0] P_data_U;
wire data_valid_U;
FSM U0 (
.Clk (CLK),
.Rst (RST), 
.Rx_In(RX_IN),
.edge_cnt(edge_cnt_U),
.bit_cnt(bit_cnt_U),
.stp_err(stp_err_U),
.strt_glitch(strt_glitch_U),
.par_err(par_err_U),
.Par_En(PAR_EN),
.dat_samp_en(dat_samp_en_U),
.enable(enable_U),
.Bit_Rst(Bit_Rst_U),
.deser_en(deser_en_U),
.Data_Valid(data_valid_U),
.stp_chk_en(stp_chk_en_U),
.strt_chk_en(strt_chk_en_U),
.par_chk_en(par_chk_en_U)
);
edge_bit_counter U1 (
.Clk(CLK),
.Rst(RST),  
.enable_E(enable_U),
.Bit_Rst_E(Bit_Rst_U),
.bit_cnt(bit_cnt_U),
.edge_cnt(edge_cnt_U)
);
data_sampling U2 (
.Clk (CLK),
.Rst(RST),
.RX_IN_D(RX_IN),
.data_samp_en(dat_samp_en_U),
.edge_cnt(edge_cnt_U),
.sampled_bit(sampled_bit_U)
);
deserializer U3 (
.Clk (CLK),
.Rst(RST),
.sampled_bit(sampled_bit_U),
.deser_en(deser_en_U),
.P_data(P_data_U)
);
StopCheck U4 (
.Clk(CLK),
.Rst(RST),
.sampled_bit(sampled_bit_U),
.stp_chk_en(stp_chk_en_U),
.stp_err(stp_err_U)
);
StrtCheck U5 (
.Clk(CLK),
.Rst(RST),
.sampled_bit(sampled_bit_U),
.strt_chk_en(strt_chk_en_U),
.strt_glitch(strt_glitch_U)
);
ParityCheck U6 (
.Clk(CLK),
.Rst(RST),
.sampled_bit(sampled_bit_U),
.Data(P_data_U),
.par_chk_en(par_chk_en_U),
.Par_Typ(PAR_TYP),
.par_err(par_err_U)
);
always @ (*)
    begin
        P_DATA = P_data_U;
        data_valid = data_valid_U;
    end
endmodule
module data_sampling (
input  wire Clk,
input  wire Rst,
input  wire RX_IN_D,
input  wire data_samp_en,
input  wire [2:0] edge_cnt,
output reg  sampled_bit
);
reg [1:0] sampled;
always @ (posedge Clk or negedge Rst)
    begin
        if (!Rst)
            begin
                sampled <= 2'b0;
                sampled_bit <= 1'b0;
            end
        else if (data_samp_en) 
            begin
                case (edge_cnt) 
                    3'd3    :   begin
                                    sampled[0]  <= RX_IN_D;
                                    sampled[1]  <= sampled[1];
                                    sampled_bit <= 1'b0;
                                end
                    3'd4    :   begin
                                    sampled[0]  <= sampled[0];
                                    sampled[1]  <= RX_IN_D;
                                    sampled_bit <= 1'b0;
                                end
                    3'd5    :   begin
                                    sampled[0]  <= sampled[0];
                                    sampled[1]  <= sampled[1];
                                    sampled_bit <= (RX_IN_D & sampled[0]) | (sampled[1] & sampled[0]) | (RX_IN_D & sampled[1]);
                                end
                    default : begin
                                    sampled[0]  <= 1'b0;
                                    sampled[1]  <= 1'b0;
                                    sampled_bit <= 1'b0;
                                end 
                endcase
            end
            else
                begin
                    sampled <= 2'b0;
                    sampled_bit <= 1'b0;                    
                end
    end
endmodule
module deserializer (
input  wire Clk,
input  wire Rst,
input  wire sampled_bit,
input  wire deser_en,
output reg  [7:0] P_data
);
reg [7:0] Shift_Register;
integer i;
always @ (posedge Clk or negedge Rst)
    begin
        if (!Rst)
            begin
                Shift_Register <= 8'd0;
            end
        else if (deser_en)
            begin
                Shift_Register [7] <= sampled_bit;
                for (i =7 ; i>0 ; i=i-1 )
                   Shift_Register [i-1] <= Shift_Register [i] ;
            end
        else 
            begin
                Shift_Register <= Shift_Register;
            end
    end
always @ (*)
    begin
        P_data = Shift_Register;
    end
endmodule
module edge_bit_counter (
input  wire Clk,
input  wire Rst,  
input  wire enable_E,
input  wire Bit_Rst_E,
output reg  [3:0]  bit_cnt,
output reg  [2:0]  edge_cnt
);
reg  [3:0]  bit_counter;
reg  [2:0]  edge_counter;
always @ (posedge Clk or negedge Rst )
    begin
        if (!Rst)
            begin
               edge_counter <= 3'd0; 
               bit_counter  <= 4'd0;
            end
        else if (enable_E == 1'b0 && Bit_Rst_E == 1'b1 )
            bit_counter <= 1'b0;
        else if (enable_E == 1'b1 && Bit_Rst_E == 1'b0)
            begin
                if (edge_counter == 3'd6)
                    begin
                        bit_counter <= bit_counter + 1'b1; 
                        edge_counter <= edge_counter + 1'b1;         
                    end
                else if (edge_counter == 3'd7)
                    edge_counter <= 3'd0;
                else
                    edge_counter <= edge_counter + 1'b1;
            end 
        else if (enable_E == 1'b1 && Bit_Rst_E == 1'b1)
            begin
                bit_counter <= 1'b0;
                edge_counter <= edge_counter + 1'b1;
            end
    end
always @ (*)
    begin
        bit_cnt  =bit_counter;
        edge_cnt =edge_counter;
    end
endmodule 
==> run.sh <==
#!/bin/bash
# OpenROAD 26Q1-2900-gdf79404cd8, Yosys 0.63+post, stock flow scripts
make -C /OpenROAD-flow-scripts/flow DESIGN_CONFIG=/design/flow/config.mk WORK_HOME=/design/flow/orfs finish
==> config.mk <==
export PLATFORM = sky130hd
export DESIGN_NAME = UART_RX
export DESIGN_NICKNAME = UART_RX
export VERILOG_FILES = /design/flow/design.v
export SDC_FILE = /design/flow/constraint.sdc
export NUM_CORES = 4
export LEC_CHECK = 1
export CORE_UTILIZATION = 30
==> constraint.sdc <==
current_design UART_RX

set clk_period 2.4
set clk_io_pct 0.2

create_clock -name clk0 -period $clk_period [get_ports {CLK}]

set non_clock_inputs [all_inputs -no_clocks]
set_input_delay [expr $clk_period * $clk_io_pct] -clock clk0 $non_clock_inputs
set_output_delay [expr $clk_period * $clk_io_pct] -clock clk0 [all_outputs]
==> results.txt <==
Physical implementation

Counting pins that exceed their max-slew limit in the final report gives 0. The starting DRC count in detailed routing is 63. The post-route cell area is 0.00171 mm². The number of buffers on the longest clock path is 2. Once the clock tree was built, the resizer swapped 0 gates to a different size. The area reported by Yosys stat is 0.00142 mm². The placed instances occupy a cell area of 0.00162 mm². The core area is 0.00444 mm². Row generation in the floorplan step produced 24 rows.

The number of warnings issued by yosys is 8. The number of violations of the max-capacitance limit is 0. The maximum level of the CTS H-tree is 2. The relative slew slack is 68.0%. The placement report lists the number of port buffers as 13. The highest net fanout along the worst path is 8. The area of the mapped netlist is 0.00142 mm². The cell chosen for the clock root is sky130_fd_sc_hd__clkbuf_8.

The number of buffers created by CTS is 5. The top achievable clock speed is 585 MHz. The global-route total usage across every layer is 11.4%. The total die area is 0.00502 mm². From bottom edge to top edge, the die measures 70.8 µm.

The data arrival at the endpoint of the critical path is 1870 ps. Summed over all cells, the static leakage comes to 0.720 nW. The top-level port count is 14. The number of OpenROAD warnings is 30. The kind of start point of the critical path is a register. STA classifies the critical path endpoint as a register.

Per the finish-stage timing summary, setup violations number 0. The total of flip-flops plus latches after synthesis is 29. The remaining global-route overflow is 0. The weighted congestion at the end of routability-driven global placement is 0.868. At the later pin of the worst-skew pair, clock insertion delay measures 280 ps. The number of standard cells reported by yosys is 121. The pin closest to its max-slew limit shows a slew of 476 ps. The average detailed-routed wire length per instance is 12.9 µm. The part of the cycle the worst path needs is 71.2%.

TritonCTS built the clock tree. The area share of the leading cell type in the synthesized netlist is 49.3%. The count of hold-fix buffers inserted at cts is 0.

The average vias per placed instance is 5.12. The number of flops mapped to enable cells by yosys is 0. The maximum single-stage delay on the critical path is 390 ps. The remaining number of nets flagged by the antenna check after routing is 0.

The length of the first detailed-routing pass in iterations is 6. 0 antenna diodes ended up in the layout. A synthesized cell averages 11.7 µm². In the synthesized netlist the dominant register cell turns out to be sky130_fd_sc_hd__dfrtp_1. The clock tree has to reach 29 sinks. The share of async-settable or async-resettable flops after synthesis is 100%. The number of global-route vias before repair came to 983. Setup repair after global routing left no endpoint under its margin.

The maximum ir drop on the vdd rail is 362 µV. Counting every instance in the synthesized netlist gives 121. The flow reported a cell area power density of 580 mW/mm². The sum of negative setup slack is 0 ps.

The run finished with clean final reports. The remaining design rule violation count is 0. Walking the worst path, the cells encountered are inv_1, ha_1, and2_1, nand2_1, mux2_2. For this run, the register share of the synthesized area comes to 51.1%. Before placement the cells fill 32.0% of the core. The distinct cell type count of the synthesized netlist is 35. The horizontal die dimension is 70.8 µm.

The routed wire length is 2500 µm. For reference, the clock transition at the flip-flops on the worst setup and hold paths is 70 ps. The vias after detailed routing is 994. The pin count of the biggest net entering global routing is 30. The most critical min-delay path falls under reg2reg. The kind of critical path is reg2reg. The required time at the endpoint of the critical path is 2560 ps. The shortest clock period the worst path allows after layout is 1710 ps. The number of failing hold endpoints at the final stage is 0.

The share of post-route cells with drive strength above 1 is 16.9%. The global-route wire length before repair is 4510 µm. Per the STA report, the cell with the highest stage delay on the worst path is sky130_fd_sc_hd__dfrtp_1.

Ranked by total cell area, the synthesized netlist is headed by sky130_fd_sc_hd__dfrtp_1, sky130_fd_sc_hd__mux2_2, sky130_fd_sc_hd__ha_1, sky130_fd_sc_hd__xnor2_1, sky130_fd_sc_hd__inv_1. The growth of design area from synthesis to finish is 20.0%. Per the repair_timing log after CTS, setup buffers inserted total 0. The largest area contributor in the netlist is sky130_fd_sc_hd__dfrtp_1. The initial antenna violation count is 0. The HPWL after detailed placement is 1800 µm. For the final database, setup skew stands at 9.61 ps.
[cells in the mapped netlist, types with 3 or more instances]
cell type,n
sky130_fd_sc_hd__dfrtp_1,28
sky130_fd_sc_hd__mux2_2,10
sky130_fd_sc_hd__inv_1,9
sky130_fd_sc_hd__ha_1,8
sky130_fd_sc_hd__nand2_1,7
sky130_fd_sc_hd__xnor2_1,7
sky130_fd_sc_hd__o21ai_0,6
sky130_fd_sc_hd__nor3_1,4
sky130_fd_sc_hd__o22ai_1,4
sky130_fd_sc_hd__a21boi_0,3
sky130_fd_sc_hd__or3_1,3
[power breakdown]
part	total, mW	internal, mW	switching, mW	leakage (nW)
clock	0.384	0.199	0.185	0.0439
combinational	0.0797	0.0463	0.0334	0.300
sequential	0.525	0.512	0.0132	0.376
[final cells by class]
type	count	area, µm²
Clock inverter	3	17.5
Timing Repair Buffer	14	138
Tap cell	52	65.1
Sequential cell	29	727
Multi-Input combinational cell	82	656
Inverter	9	33.8
Fill cell	420	2740
Clock buffer	5	68.8
[worst max-delay path, delay by kind of cell, from the launching register on]
| kind | cells | cell delay, ps |
|---|---|---|
| and+or+nand+nor | 2 | 490 |
| DFF | 1 | 390 |
| muxes | 1 | 380 |
| adders and majority gates | 1 | 230 |
| buffers and inverters | 1 | 100 |
[layer usage]
| layer | vias to the layer above | track usage (%) | wire length (µm) |
|---|---|---|---|
| li1 | 476 | - | - |
| met1 | 486 | 17.8 | 1220 |
| met2 | 26 | 17.0 | 1100 |
| met3 | 6 | 3.18 | 140 |
| met4 | 0 | 1.56 | 33 |
| met5 | - | 0 | 0 |
[sequential cells by signal, summed over array words and instances, names as in the netlist]
register,flops
U3.Shift_Register,8
U4.stp_err,1
U1.edge_counter,3
U0.state,6
U2.sampled,2
U6.even_parity,1
U1.bit_counter,4
U2.sampled_bit,1
U5.strt_glitch,1
U6.par_err,1
U6.odd_parity,1
[stage by stage]
step                power (mW)  hold WS [ps]  instances  setup WS (ps)  utilization, %
global placement         0.613           425        186            644            36.4
CTS                       1.00           430        194            679            38.4
floorplan                0.576           184        121            869               -
finish                   0.988           430        194            692            38.4
detailed placement       0.614           421        186            645            36.4
global route              1.04           441        194            561            38.4
[worst paths after layout]
kind / startpoint / end / slack [ps] / cells past startpoint
max: U1.edge_counter[0] / U3.Shift_Register[6] / 690 / 5
min: U4.stp_err / U0.state[4] / 430 / 1
max reg2reg: U1.edge_counter[0] / U3.Shift_Register[6] / 690 / 5
min reg2reg: U4.stp_err / U0.state[4] / 430 / 1
max in group asynchronous: RST / U0.state[0] / 1530 / 2
min in group asynchronous: RST / U2.sampled_bit / 570 / 2
[logic make-up after synthesis]
logic type | count (synthesis) | share of synthesized area [%]
muxes | 12 | 9.33
AOI/OAI and AO/OA | 24 | 11.3
xor gates and xnor gates | 9 | 5.55
buffers and inverters | 10 | 2.73
adders and majority gates | 9 | 7.75
and+or+nand+nor | 28 | 12.2
DFF | 29 | 51.1
[cell usage in the layout, fill, tap and decap left out, types with 2 or more instances in the layout]
cell type / count
sky130_fd_sc_hd__nor3_1: 4
sky130_fd_sc_hd__ha_1: 8
sky130_fd_sc_hd__xor2_1: 2
sky130_fd_sc_hd__inv_1: 9
sky130_fd_sc_hd__clkdlybuf4s50_1: 13
sky130_fd_sc_hd__nor2_1: 2
sky130_fd_sc_hd__clkinv_2: 2
sky130_fd_sc_hd__nand3_2: 2
sky130_fd_sc_hd__xnor2_1: 7
sky130_fd_sc_hd__nand2_1: 7
sky130_fd_sc_hd__o21ai_0: 6
sky130_fd_sc_hd__mux2i_1: 2
sky130_fd_sc_hd__o31ai_1: 2
sky130_fd_sc_hd__a21boi_0: 3
sky130_fd_sc_hd__o21ai_1: 2
sky130_fd_sc_hd__dfrtp_1: 28
sky130_fd_sc_hd__or4_1: 2
sky130_fd_sc_hd__o22ai_1: 4
sky130_fd_sc_hd__or3_1: 3
sky130_fd_sc_hd__nand3_1: 2
sky130_fd_sc_hd__clkbuf_8: 5
sky130_fd_sc_hd__mux2_2: 10
Power is estimated from default activity; no workload was simulated.
